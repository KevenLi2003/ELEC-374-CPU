===== flow/constraint.sdc =====
current_design z32

set clk_period 1.1
set clk_io_pct 0.2

create_clock -name clk0 -period $clk_period [get_ports {clock}]

set non_clock_inputs [all_inputs -no_clocks]
set_input_delay [expr $clk_period * $clk_io_pct] -clock clk0 $non_clock_inputs
set_output_delay [expr $clk_period * $clk_io_pct] -clock clk0 [all_outputs]

===== flow/design.v =====
module z32 (
    input wire clock,              
    input wire reset,              
    input wire Zin,                
    input wire Zout,               
    input wire [31:0] data_in,     
    output wire [31:0] busout      
);
    reg [31:0] Zvalue;   
    always @(posedge clock or posedge reset) begin
        if (reset)
            Zvalue <= 32'b0;        
        else if (Zin)
            Zvalue <= data_in;      
    end
    assign busout = Zout ? Zvalue : 32'b0;
endmodule

===== flow/config.mk =====
export PLATFORM = sky130hd
export DESIGN_NAME = z32
export DESIGN_NICKNAME = z32
export VERILOG_FILES = /design/flow/design.v
export SDC_FILE = /design/flow/constraint.sdc
export NUM_CORES = 4
export LEC_CHECK = 1
export CORE_UTILIZATION = 40

===== flow/run.sh =====
#!/bin/bash
# OpenROAD 26Q1-2900-gdf79404cd8, Yosys 0.63+post, stock flow scripts
make -C /OpenROAD-flow-scripts/flow DESIGN_CONFIG=/design/flow/config.mk WORK_HOME=/design/flow/orfs finish

==> datasheet_impl.txt <==
Table: implementation figures

Parameter                              Value

CTS
  TritonCTS clock tree    done
  Sinks on Clock Net    32
  Clock slew seen by the registers of the worst setup and hold paths    around 0.07 ns
  Number of CTS-inserted buffers    5
  Clock H-tree levels    2
  Root Driver    sky130_fd_sc_hd__clkbuf_8
  Maximum root-to-sink buffer count    2
  Clk ins delay skew pair    between 0.2 and 0.3 ns
  Post-cts hold-fix buffer tally    0

STA
  Worst hold slack    0.271 ns
  Layout Skew    0 ns
  RSZ-0062 raised after global routing    yes
  Setup TNS    -0.273 ns
  Tmin final    1.13 ns
  Timing-limited maximum frequency    883 MHz
  Final worst-path cycle share    1.03
  Pins Over Slew Limit    0
  Actual slew at the worst max-slew pin    0.196 ns
  Final hold violations    0
  Worst setup margin    -0.0328 ns
  Final setup violating endpoints    25
  Worst slew margin relative to its limit    0.870

Logic synthesis
  Area fraction in and, or, nand and nor cells    0.128
  Cell type with the largest total area    sky130_fd_sc_hd__dfrtp_1
  Post-Synth AOI/OAI Area    0
  Total of warnings raised by yosys    1
  Mux frac, synth    0.303
  Count of library flops with an enable pin    0
  Share of flip-flops with an asynchronous set or reset after synthesis    1.00
  Cell count after synthesis    104
  Number of flip-flops and latches in the synthesized netlist    32
  Number of distinct library cells after synthesis    8
  Fraction of the yosys area taken by sequential cells    0.513
  Synth Area in XOR/XNOR    0
  Dominant combinational cell family by area after synthesis    multiplexers
  Leading register cell type out of synthesis    sky130_fd_sc_hd__dfrtp_1
  Adder-cell share of the synthesized area    0
  Yosys chip area    about 1600 sq um
  Post-synthesis average cell area    15.0 sq um
  Area of the mapped netlist    1560 sq um
  Top cells by count    sky130_fd_sc_hd__and2_1, sky130_fd_sc_hd__dfrtp_1, sky130_fd_sc_hd__mux2_4, sky130_fd_sc_hd__buf_12, sky130_fd_sc_hd__clkbuf_1
  Yosys top cell area share    0.513
  Top cells, area    sky130_fd_sc_hd__dfrtp_1, sky130_fd_sc_hd__mux2_4, sky130_fd_sc_hd__and2_1
  Total cells reported by yosys after synthesis    104

Global routing
  Grt met3 use    0.0429
  Via count of the first global-routing pass    around 1000
  Overflow left after global routing    0
  Fraction of met1 tracks used by global routing    0.243
  Global-route wire length before repair    approximately 5000 microns
  Global routing met2 resource utilization    0.245
  Pin count of the biggest net entering global routing    22
  Antenna violations before repair    0
  GR Util All Layers    0.160
  Gr busiest metal    met2

Routing
  # diodes    0
  Wire length reported by the detailed router    3160 microns
  Avg Vias per Cell    approximately 4.4
  Antenna Violating Nets Remaining    0
  Initial drt markers    73
  Remaining design rule violation count    0
  Number of detailed-route iterations in the first pass    3
  Vias    1088
  Per-cell routed wire length    12.8 microns

Cells and area
  Relative area change from synthesis to final layout    55.8%
  Proportion of layout cells with a drive suffix above 1    0.528
  Register containing the most flip-flops in the final layout    Zvalue
  Final cell count without fillers    247
  Area of all placed cells without fillers    around 2400 sq um
  Share of the core filled with cells in the final layout    0.659
  Max reg flops    32
  Largest registers in the final layout    Zvalue: 32 flops

Placement
  Instance area after placement    between 2000 and 2500 sq um
  Count of placed standard cells including taps    roughly 220
  Worst slack at placement    -0.646 ns
  Last weighted congestion value of the routability-driven placer    0.834
  Input/output buffers    67
  Post-DP HPWL    just over 2000 microns

Critical path
  Cell type of the slowest stage on the worst timing path    sky130_fd_sc_hd__dfrtp_1
  Biggest fanout along the worst timing path    2
  Critical path startpoint category    register
  WS Path Type    reg -> out
  Cell-by-cell listing of the critical path    and2_1, buf_2
  Critical Path Max Stage Delay    0.38 ns
  Worst path bufs/invs    1
  Crit end category    output pin
  Data arrival time of the worst path    0.91 ns
  Required time of the critical path    0.88 ns
  Crit-path leading delay family    flip-flops

Status
  Result of the run    complete, but fails checks
  Violated checks    setup timing

Floorplanning
  Height of the die    64.5 microns
  FP Core Util    0.423
  Number of cell rows    22
  Total Die Area    4150 sq um
  Total I/O pin count    68
  X dimension of the die    64.5 microns
  Area of the core    between 3000 and 4000 sq um

Power and ir drop
  Power density of the placed cells    1280 nW/um^2
  Highest ir drop seen on vdd    about 900 uV
  Leakage power figure    1.23 nW
  Overall power consumption    roughly 3.1 mW

Job
  Number of max-cap violations    0
  Total number of warnings across the stage logs    28

Worst hold path
  Class of the tightest hold or removal check    in -> async
==> placed cells by master (no fill, tap or decap) <==
master	count
sky130_fd_sc_hd__and2_1	27
sky130_fd_sc_hd__and2_4	5
sky130_fd_sc_hd__buf_12	4
sky130_fd_sc_hd__buf_16	1
sky130_fd_sc_hd__buf_2	34
sky130_fd_sc_hd__buf_4	22
sky130_fd_sc_hd__bufinv_16	1
sky130_fd_sc_hd__clkbuf_1	1
sky130_fd_sc_hd__clkbuf_8	5
sky130_fd_sc_hd__clkdlybuf4s50_1	33
sky130_fd_sc_hd__clkinv_2	1
sky130_fd_sc_hd__dfrtp_1	32
sky130_fd_sc_hd__inv_1	1
sky130_fd_sc_hd__mux2_2	2
sky130_fd_sc_hd__mux2_4	30
==> final timing paths <==
kind / from / to / slack, ns / cells after the start
worst min-delay path: reset / Zvalue[0] / 0.27 / 3
worst max register to register: Zvalue[5] / Zvalue[5] / 0.11 / 3
max in group asynchronous: reset / Zvalue[6] / 0.60 / 3
worst max-delay path: Zvalue[26] / busout[26] / -0.03 / 2
worst min register to register: Zvalue[12] / Zvalue[12] / 0.50 / 1
min in group clk0: Zin / Zvalue[19] / 0.43 / 3
==> routing by layer <==
| metal | wire (microns) | share of wire |
|---|---|---|
| met1 | 1460 | 0.46 |
| met2 | 1440 | 0.45 |
| met3 | 222 | 0.070 |
| met4 | 40 | 0.013 |
| met5 | 0 | 0 |
==> cell type report <==
cell class | count | area [sq um]
Inverter | 1 | 3.75
Sequential cell | 32 | 801
Timing Repair Buffer | 94 | 773
Clock inverter | 2 | 35.0
Multi-Input combinational cell | 64 | 686
Tap cell | 48 | 60.1
Clock buffer | 6 | 72.6
Fill cell | 290 | 1260
==> cells by family (layout without fill, tap and decap cells) <==
| kind of cell | after synthesis | after routing |
|---|---|---|
| buf+inv | 8 | 103 |
| mux | 32 | 32 |
| flops | 32 | 32 |
| simple gates | 32 | 32 |
==> tightest hold or removal path, cell delays in order <==
cell,delay [ns]
sky130_fd_sc_hd__clkdlybuf4s50_1,0.40
sky130_fd_sc_hd__inv_1,0.11
sky130_fd_sc_hd__buf_12,0.16
==> what timing repair did <==
item	4_1_cts	5_1_grt
gates resized	103	4
endpoints found under the setup margin	32	32
buffers inserted	10	6
pin swaps	32	16
cloned	1	0
==> where the power goes <==
| part | switching [mW] | total (mW) | internal, mW |
|---|---|---|---|
| clock | 0.417 | 1.09 | 0.672 |
| combinational | 0.173 | 0.683 | 0.510 |
| sequential | 0.0539 | 1.35 | 1.29 |
No activity file was given, so power comes from the tool's default toggle rates.
