$ cat design/flow/design.v
module pc (
    input wire clock,  
    input wire reset,  
    input wire PCin,  
    input wire PCout,  
    input wire increment,  
    input wire [31:0] bus_data,  
    output reg [31:0] PC,  
    output wire [31:0] bus  
);
    always @(posedge clock or posedge reset) begin
        if (reset) 
            PC <= 32'b0;
        else if (PCin) 
            PC <= bus_data;
        else if (increment) 
            PC <= PC + 1;
    end
    assign bus = (PCout) ? PC : 32'bz;
endmodule
$ cat design/flow/run.sh
#!/bin/bash
# OpenROAD 26Q1-2900-gdf79404cd8, Yosys 0.63+post, stock flow scripts
make -C /OpenROAD-flow-scripts/flow DESIGN_CONFIG=/design/flow/config.mk WORK_HOME=/design/flow/orfs finish
$ cat design/flow/config.mk
export PLATFORM = sky130hd
export DESIGN_NAME = pc
export DESIGN_NICKNAME = pc
export VERILOG_FILES = /design/flow/design.v
export SDC_FILE = /design/flow/constraint.sdc
export NUM_CORES = 4
export LEC_CHECK = 1
export CORE_UTILIZATION = 30
$ cat design/flow/constraint.sdc
current_design pc

set clk_period 5.5
set clk_io_pct 0.2

create_clock -name clk0 -period $clk_period [get_ports {clock}]

set non_clock_inputs [all_inputs -no_clocks]
set_input_delay [expr $clk_period * $clk_io_pct] -clock clk0 $non_clock_inputs
set_output_delay [expr $clk_period * $clk_io_pct] -clock clk0 [all_outputs]
==> reports/metrics.yaml <==
status: "completed"
die-area_mm2: 0.00765
drc: 0
via_count: 2101
portBuffers: 99
cts-htree-levels: 2
reg2regPathDepth: 5
hold_start: "PC[30]"
grt_pass1_vias: 1908
edf_count: 0
min_period_ps: 3180
fin_ws_ps: 2320
crit_type: "in -> reg"
root_buffer: "clkbuf_8"
r2r-start: "PC[0]"
coreArea_mm2: 0.00691
syn_inst: 260
power.leakage_nw: 1.11
hold_path_class: "reg -> reg"
hold_ws_ps: 608
tritoncts: "yes"
grt_max_degree: 48
antenna_cells: 0
arrival_ps: 3390
cp_max_fo: 16
synth_seq_share: 0.366
ioPinCount: 101
largest_reg_flops: 32
place_hpwl_um: 4100
wl_per_cell_um: 13.7
cap_violations: 0
post-route-period-util: 0.578
finalHoldViolCount: 0
drt_iter0_drc: 80
skew_ps: 7.86
regMostFlops: "PC"
required_ps: 5700
lay_top_count: "clkdlybuf4s50_1"
cts_buffers: 5
post_cts_buffers: 0
ir_worst_vdd_v: 0.0000772
grt_pass1_wl_um: 9280
ff_type: "dfrtp_1"
ys_async_sr_fraction: 1.00
yosys_cells: 260
overflow: 0
fp_util: 0.317
clk_pin_slew_ps: 70
yosysWarnings: 2
ctsHoldBuffers: 0
die_w_um: 87.5
drive_gt1_frac: 0.0373
most-common-layout-cells: "clkdlybuf4s50_1, dfrtp_1, nand2_1"
pre_cts_slack_ps: 2020
area_growth_pct: 41.2
reg_top3: "PC: 32 flops"
track_usage: 0.157
hold-path-endpoint: "PC[30]"
cts.sinks: 32
r2r_setup_slack_ps: 3260
synth_area_per_cell_um2: 8.43
gp_congestion: 0.803
clock.fmax_mhz: 314
worstSkewPairLatency_ps: 290
detail-route-antenna-nets: 0
cts_buffer_depth: 2
dieHeight_um: 87.5
warnings: 26
viasPerCell: 5.03
drt-total-wl_um: 5730
r2r-end: "PC[18]"
yosys_area_mm2: 0.00219
drt_pass1_iterations: 4
rsz0062_at_grt: "no"
numSynthFlops: 32
tightest_slew_ps: 719
antenna_found_initial: 0
syn_area_mm2: 0.00219
cts_resized: 0
slew_violations: 0
fin_tns_setup_ps: 0
setup_violations: 0
startpoint_type: "primary input"
relSlewSlack: 0.514
rows: 30
power_density_mw_per_mm2: 206
holdPathStages: 2
crit_path_end_kind: "flip-flop"
yosysUniqueCellTypes: 38
## cell type report
class                      instances  area [µm²]
clock buffer                       6        72.6
fill                             686        3810
tap                               96         120
multi-input combinational        177        1070
inverter                           5        18.8
sequential                        32         801
timing repair buffer             101        1010
clock inverter                     1        5.00
## metal layers
metal | part of all wire | global-route usage | up-vias | routed length [µm]
li1 | - | - | 1050 | -
met1 | 0.46 | 0.236 | 957 | 2650
met2 | 0.45 | 0.246 | 86 | 2570
met3 | 0.080 | 0.0317 | 8 | 456
met4 | 0.011 | 0.0149 | 0 | 61
met5 | 0 | 0 | - | 0
## critical path, cell delays in order
cell,delay [ps]
clkdlybuf4s50_1,670
nand4_2,210
or3_1,640
or4_1,580
a31oi_1,170
## cells in the mapped netlist, types with 4 or more instances
cell type | count | area (µm²)
a31oi_1 | 10 | 62.6
nand4_1 | 15 | 93.8
xnor2_1 | 10 | 87.6
buf_4 | 33 | 248
and4_1 | 5 | 43.8
o21ai_0 | 17 | 85.1
dfrtp_1 | 32 | 801
clkbuf_1 | 9 | 33.8
o31ai_1 | 9 | 67.6
buf_2 | 4 | 20.0
inv_1 | 4 | 15.0
nand3_1 | 14 | 70.1
nor2_1 | 16 | 60.1
nand2_1 | 31 | 116
or4_1 | 13 | 97.6
nor3_1 | 6 | 30.0
## worst max-delay path by stage
stage,startpoint,endpoint,slack [ps],cells past startpoint
CTS,increment,PC[25],2320,5
global route,increment,PC[25],2210,5
finish,increment,PC[25],2320,5
## cells by family (layout without fill, tap and decap cells)
| logic type | Yosys count | after routing | synth area share |
|---|---|---|---|
| compound gates | 46 | 46 | 0.137 |
| xor+xnor | 13 | 13 | 0.0520 |
| fa+ha+maj | 1 | 1 | 0.00571 |
| buf+inv | 51 | 113 | 0.146 |
| flops | 32 | 32 | 0.366 |
| mux | 1 | 1 | 0.00457 |
| simple gates | 116 | 116 | 0.289 |
## where the power goes
| part | switching (W) | internal [W] | leakage, nW |
|---|---|---|---|
| logic | 0.0000454 | 0.000120 | 0.694 |
| clock network | 0.0000870 | 0.0000860 | 0.0410 |
| registers | 0.0000414 | 0.000258 | 0.376 |
| total | 0.000174 | 0.000464 | 1.11 |
## metrics by stage
stage               cell area, µm²  total power, W  utilization  instances
floorplan                     2190        0.000371            -        260
detailed placement            3020        0.000472        0.437        411
CTS                           3090        0.000648        0.448        418
global placement              3020        0.000470        0.437        411
finish                        3090        0.000638        0.448        418
global route                  3090        0.000681        0.448        418
Power and IR drop assume default switching activity.
