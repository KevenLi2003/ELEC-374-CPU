==> ./run.sh <==
#!/bin/bash
# OpenROAD 26Q1-2900-gdf79404cd8, Yosys 0.63+post, stock flow scripts
make -C /OpenROAD-flow-scripts/flow DESIGN_CONFIG=/design/flow/config.mk WORK_HOME=/design/flow/orfs finish
==> ./config.mk <==
export PLATFORM = sky130hd
export DESIGN_NAME = mdr
export DESIGN_NICKNAME = mdr
export VERILOG_FILES = /design/flow/design.v
export SDC_FILE = /design/flow/constraint.sdc
export NUM_CORES = 4
export LEC_CHECK = 1
export CORE_UTILIZATION = 30
==> ./constraint.sdc <==
current_design mdr

set clk_period 1.2
set clk_io_pct 0.2

create_clock -name clk0 -period $clk_period [get_ports {clock}]

set non_clock_inputs [all_inputs -no_clocks]
set_input_delay [expr $clk_period * $clk_io_pct] -clock clk0 $non_clock_inputs
set_output_delay [expr $clk_period * $clk_io_pct] -clock clk0 [all_outputs]
==> ./design.v <==
module mdr (
    input wire clock, 
    input wire reset,
    input wire MDRin,
    input wire MDRout, 
    input wire memory_read,
    input wire [31:0] busdata,
    input wire [31:0] memdata,
    output reg [31:0] MDRvalue,
    output wire [31:0] busout
);
    always @(posedge clock or posedge reset) begin
        if (reset)
            MDRvalue <= 32'b0;
        else if (memory_read)
            MDRvalue <= memdata;
        else if (MDRin)
            MDRvalue <= busdata;
    end
    assign busout = (MDRout) ? MDRvalue : 32'bz;
endmodule
==> flow_metrics.tcl <==
# yosys + openroad results
set metrics [dict create \
    place_congestion 0.748 \
    viasPerCell 4.33 \
    cp.arrival_ns 0.92 \
    postSynthAreaPerCell_sq_um 10.2 \
    area_leaders "dfrtp_1 46%, mux2i_1 18%, buf_4 14%" \
    maxCapViolCount 0 \
    areaGrowthSynthToFinish_pct 70.0 \
    setup_violations 0 \
    fmax_mhz 861 \
    die_area_sq_um 6170 \
    critPathLaunchType "flop" \
    cp_slowest_stage_delay_ns 0.40 \
    fa_ha_area_frac 0 \
    drc 0 \
    grt_pass1_wl_mm 6.94 \
    grt_max_degree 65 \
    cts-root-buf "clkbuf_8" \
    synthArstFlopShare 1.00 \
    numPortBuffers 131 \
    seqCellArea_sq_um 801 \
    common_cells "32 x buf_4, 32 x dfrtp_1, 32 x mux2i_1, 32 x nand2_1, 28 x o21ai_1" \
    finalHoldViolCount 0 \
    edf_count 0 \
    hp-class "primary input to asynchronous set/reset pin" \
    openroad.warnings 28 \
    yosysWarnings 2 \
    grt_setup_unrepaired "yes" \
    antenna_found_initial 0 \
    first_pass_iters 4 \
    wl_mm 4.43 \
    top_area_frac 0.455 \
    synthAoiAreaFrac 0.0953 \
    slew_headroom 0.831 \
    num_antenna_cells 0 \
    synth.logic.top_family "buffers and inverters" \
    drt_iter0_drc 49 \
    p_total_w 0.00287 \
    dr_total_vias 1527 \
    numSynthFlops 32 \
    cts_tree "done" \
    numCtsBuffers 5 \
    setup_slack_ns 0.0380 \
    ys_types 11 \
    synth_top_cell_by_area "dfrtp_1" \
    nFillCells 546 \
    synth_cells 172 \
    syn_area_sq_um 1760 \
    drv_slew 0 \
    cp_slowest_cell "dfrtp_1" \
    critical_path_class "flop to primary output" \
    rows 27 \
    fin_crit_ns 1.16 \
    worstPathCellList "dlygate4sd2_1" \
    cts.sinks 32 \
    ant_nets 0 \
    dp_hpwl_mm 3.05 \
    die_x_um 78.6 \
    top_regs "MDRvalue (32)" \
    ys.flop_type "dfrtp_1" \
    fp-utilization 0.316 \
    cp_max_fo 3 \
    fin_crit_sh 0.968 \
    clk_path_buf_depth 2 \
    ys_chip_area_sq_um 1760 \
    vdd_drop_max_uv 402 \
    cp_top_family "flip-flops" \
    p_per_area_nw_per_um2 961 \
    io_pins 133 \
    cellLeakagePower_nw 1.44 \
    cts_hold_buf 0 \
    logic_area_sq_um 608 \
    grt_util_all_layers 0.147 \
    rr_worst_depth 4 \
    fin_skew_ns 0 \
    largest_reg_flops 32 \
    path_clk_slew_ns 0.06 \
    die_h_um 78.6 \
    worstPathRequired_ns 0.96 \
    tightest_slew_ns 0.254 \
    grt-ovfl-total 0 \
    synth_seq_share 0.455 \
    largest_register "MDRvalue" \
    synthSimpleGateAreaFrac 0.0683 \
    crit_cells 1 \
    layout-drive-gt1-share 0.117 \
    clk_latency_ns 0.27 \
    crit_buf_inv 1 \
    synthXorXnorAreaFrac 0 \
    design.core.area_sq_um 5570 \
    first_global_vias 1472 \
    dp_slack_ns 0.119 \
    outcome "complete, no violations" \
    routedWlPerCell_um 12.6 \
    mux_share 0.182 \
    htree_levels 2 \
    cp-end-kind "primary output" \
    yosys-stat-cells 172 \
]
cells by family after synthesis:
family          Yosys count
buf+inv                  44
compound gates           32
mux                      32
flops                    32
simple gates             32
where the power goes:
| part | leakage, nW | total [W] | switching (W) | internal, W |
|---|---|---|---|---|
| combinational | 1.01 | 0.000745 | 0.000204 | 0.000541 |
| sequential | 0.386 | 0.00125 | 0.0000726 | 0.00118 |
| clock | 0.0503 | 0.000877 | 0.000366 | 0.000510 |
| total | 1.44 | 0.00287 | 0.000643 | 0.00223 |
cell type report:
class,count,area share
timing repair buffer,145,0.465
sequential,32,0.268
multi-input combinational,96,0.203
clock buffer,7,0.0322
tap,72,0.0301
inverter,1,0.00126
layer usage:
metal / track usage / wire [um] / vias up
met5: 0 / 0 / -
met4: 0.0148 / 38 / 0
met3: 0.0425 / 412 / 4
met2: 0.238 / 2100 / 76
met1: 0.207 / 1880 / 692
li1: - / - / 755
stage by stage:
stage	hold WS, ns	std cells	cell area [sq um]	TNS [ns]	utilization
after global placement	0.483	336	2880	0	0.517
after global routing	0.213	353	2990	-0.0196	0.536
after CTS	0.178	355	3040	-0.00766	0.545
after floorplan	0.356	172	1760	0	-
final	0.180	353	2990	0	0.536
after detailed placement	0.470	336	2880	0	0.517
cell usage in the layout (no fill, tap or decap):
cell | Yosys | final
dlygate4sd2_1 | 0 | 44
dfrtp_1 | 32 | 32
nand2_1 | 32 | 32
clkbuf_2 | 0 | 6
o21ai_1 | 28 | 28
clkbuf_8 | 0 | 7
o21ai_2 | 2 | 2
buf_12 | 3 | 4
buf_4 | 32 | 2
buf_6 | 1 | 8
buf_2 | 7 | 4
o21ai_0 | 2 | 2
inv_1 | 1 | 1
clkdlybuf4s15_1 | 0 | 12
mux2i_1 | 32 | 32
clkdlybuf4s50_1 | 0 | 65
what timing repair did:
item / in CTS / in global routing
endpoints found under the hold margin: 0 / 0
resized: 90 / 14
buffers inserted: 12 / 2
setup endpoints to repair: 64 / 20
path summary, 6_finish.rpt:
check                        startpoint  slack (ns)      endpoint
setup / recovery           MDRvalue[21]        0.04    busout[21]
hold / removal                    reset        0.18  MDRvalue[22]
setup reg to reg           MDRvalue[25]        0.26  MDRvalue[25]
hold reg to reg            MDRvalue[13]        0.57  MDRvalue[13]
max in group asynchronous         reset        0.61  MDRvalue[20]
min in group clk0           memory_read        0.44  MDRvalue[18]
Power is estimated from default activity; no workload was simulated.
